## ./run.sh

```bash
#!/bin/bash
# OpenROAD 26Q1-2900-gdf79404cd8, Yosys 0.63+post, stock flow scripts
make -C /OpenROAD-flow-scripts/flow DESIGN_CONFIG=/design/flow/config.mk WORK_HOME=/design/flow/orfs finish
```

## ./config.mk

```make
export PLATFORM = sky130hd
export DESIGN_NAME = counter4b
export DESIGN_NICKNAME = counter4b
export VERILOG_FILES = /design/flow/design.v
export SDC_FILE = /design/flow/constraint.sdc
export NUM_CORES = 4
export LEC_CHECK = 1
export CORE_AREA = 10 10 70 70
export DIE_AREA = 0 0 80 80
```

## ./design.v

```verilog
module counter4b( clk,rst,en,out);
input clk,rst,en;
output [3:0] out;
wire clk, rst,en;
reg [3:0] out;
always@(posedge clk)
begin
	if(rst == 1'b1)
	begin
		out <= 4'b0000;
	end
	else if (en == 1'b1)
	begin
		out <= out + 4'b0001;
	end
end
endmodule
```

## ./constraint.sdc

```tcl
current_design counter4b

set clk_period 1.1
set clk_io_pct 0.2

create_clock -name clk0 -period $clk_period [get_ports {clk}]

set non_clock_inputs [all_inputs -no_clocks]
set_input_delay [expr $clk_period * $clk_io_pct] -clock clk0 $non_clock_inputs
set_output_delay [expr $clk_period * $clk_io_pct] -clock clk0 [all_outputs]
```

==> results.toml <==
# generated from flow reports
[logic_synthesis]
yosysWarnings = 1
ys_ff = 4
yosys_area_um2 = 179
area_leaders = "dfxtp_1 45%, mux2_4 8.4%, ha_1 7.0%, nand4_2 7.0%, nor2_1 6.3%"
top_area_cell = "dfxtp_1"
ys_cells = 16
synth_top_area_share = 0.448
ys_types = 11
netlist_area_um2 = 179
synth_cells = 16
post_synth.cell_area_avg_um2 = 11.2
ys_seq_share = 0.448

[floorplanning]
num_io_pins = 7
dieArea_um2 = 6400
fp.dieH_um = 80
coreArea_um2 = 3420
num_rows = 21
die_w_um = 80
fp_util = 0.0524

[place]
io_buffers = 6
placed_cell_area_um2 = 334
pre_cts_slack_ns = -0.144
dp.cells = 73
place_congestion = 0.663
place_hpwl_um = 394

[critical_path]
cp_slowest_stage_delay_ns = 0.31
crit_family = "AND-OR/OR-AND gates"
cp-end-kind = "flip-flop"
start_kind = "flip-flop"
critical_path_arrival_ns = 1.22
cp_slowest_cell = "dfxtp_2"
cp.required_ns = 1.26
path_cells = "buf_4 > ha_1 > a21bo_2 > a21oi_1"
cp_max_fo = 3
critical_path_class = "reg2reg"
worstPathBufferInverterCount = 1

[pwr]
switchingPower_uw = 93.4
comb_power_share = 0.151
p_sw_frac = 0.228
intPower_uw = 316
total_power_uw = 410
power_density_nw_per_um2 = 1120
p_seq_frac = 0.390
peakVddDrop_mv = 0.332
power_leakage_nw = 0.170
clkPwrFrac = 0.459

[grt]
overflow = 0
grtUsageTotal = 0.0155
antenna_found_initial = 0
grt_pass1_wl_um = 738
grt_pass1_vias = 167
grt_max_degree = 5

[clock_network]
cts_made_buffers = 3
clk_pin_slew_worst_paths_ns = 0.04
root_buffer = "clkbuf_4"
cts_tree = "yes"
cts_max_path_buffers = 2
htree_levels = 1
cts_sinks = 4
clk_latency_ns = 0.24

[timing]
period_minus_slack_ns = 1.06
tns_ns = 0
max-slew-margin-rel = 0.914
finalHoldViolations = 0
rsz0062_at_grt = "no"
slew_viol_final = 0
setup_viol = 0
clock_skew_ns = 0.00209
holdWs_ns = 0.620
layout_worst_path_cycle_share = 0.959
fmax_mhz = 948
fin_ws_ns = 0.0449
worst-slew-pin-transition_ns = 0.126

[layout]
post-route-util = 0.107
regMostFlops = "out"
top_regs = "out (4)"
area_delta_synth_final_pct = 103
design_area_um2 = 364
drive_gt1_frac = 0.516
stdcell_count = 77
fill_cells = 400
largest_reg_flops = 4

[run]
tool_warnings = 25
drv_cap = 0

[route]
ant_nets = 0
diodes = 0
vias = 170
avgViaCountPerCell = 2.21
remaining_drc_errors = 0
initialDrtViolationCount = 2
wl_per_cell_um = 6.84
first_pass_iters = 2
wirelength_um = 527

[worst_hold_path]
worstHoldPathType = "reg2reg"

[outcome]
status = "complete, no violations"
-- kinds of logic (layout without fill, tap and decap cells) --
group / after synthesis / count (layout) / share of synthesized area
AND/OR/NAND/NOR: 6 / 6 / 0.210
flip-flops: 4 / 4 / 0.448
AND-OR/OR-AND: 2 / 2 / 0.0839
multiplexers: 2 / 2 / 0.140
adder cells (fa/ha/maj): 1 / 1 / 0.0699
XOR/XNOR: 1 / 1 / 0.0490
buffers and inverters: 0 / 15 / 0
-- worst min-delay path: stages (launching register included) --
cell and delay, ns:
dfxtp_2 0.32, buf_4 0.12, xnor2_1 0.06, nor2_1 0.08
-- power by group through the flow --
stage / Combinational (mW) / Clock, mW / Sequential [mW]
6_report: 0.0618 / 0.188 / 0.160
5_1_grt: 0.0680 / 0.203 / 0.161
4_1_cts: 0.0634 / 0.195 / 0.160
-- synthesized netlist by cell type --
cell / instances
dfxtp_1: 4
nor2_1: 3
a21bo_2: 1
a21oi_1: 1
ha_1: 1
mux2_4: 1
mux2i_1: 1
nand3b_1: 1
nand4_2: 1
nor2b_1: 1
xnor2_1: 1
-- area by class of cell --
cell class / instances / area, µm² / share of cell area
Clock buffer: 3 / 22.5 / 0.0619
Multi-Input combinational cell: 12 / 98.8 / 0.271
Tap cell: 46 / 57.6 / 0.158
Sequential cell: 4 / 85.1 / 0.234
Timing Repair Buffer: 12 / 100 / 0.275
-- path summary, 6_finish.rpt --
check                      start  depth (start not counted)  slack (ns)                  end
max          out[0]$_SDFFE_PP0P_                          4        0.04  out[2]$_SDFFE_PP0P_
min          out[0]$_SDFFE_PP0P_                          3        0.62  out[0]$_SDFFE_PP0P_
max reg2reg  out[0]$_SDFFE_PP0P_                          4        0.04  out[2]$_SDFFE_PP0P_
min reg2reg  out[0]$_SDFFE_PP0P_                          3        0.62  out[0]$_SDFFE_PP0P_
-- what timing repair did --
action,in CTS,in global routing
hold buffers,0,0
setup endpoints to repair,4,0
setup buffers,1,0
resized,8,0
-- routing by layer --
| layer | vias up | part of all wire | global-route usage |
|---|---|---|---|
| met4 | 0 | 0.017 | 0.00528 |
| li1 | 87 | - | - |
| met5 | - | 0 | 0 |
| met3 | 2 | 0.095 | 0.0159 |
| met2 | 7 | 0.34 | 0.0152 |
| met1 | 74 | 0.54 | 0.0206 |
-- layout by cell type, fill, tap and decap left out --
cell type        synthesis  final
nor2b_1                  1      1
mux2i_1                  1      1
nand3b_1                 1      1
a21bo_2                  1      1
nand4_2                  1      1
dfxtp_2                  0      4
mux2_4                   1      1
ha_1                     1      1
xnor2_1                  1      1
clkbuf_4                 0      3
clkdlybuf4s50_1          0      2
nor2_1                   3      3
buf_4                    0      6
a21oi_1                  1      1
dlygate4sd2_1            0      4
Power figures rest on the tool's default switching activity, not on a simulated workload.
