**./run.sh**
```bash
#!/bin/bash
# OpenROAD 26Q1-2900-gdf79404cd8, Yosys 0.63+post, stock flow scripts
make -C /OpenROAD-flow-scripts/flow DESIGN_CONFIG=/design/flow/config.mk WORK_HOME=/design/flow/orfs finish
```
**./config.mk**
```make
export PLATFORM = sky130hd
export DESIGN_NAME = encode164
export DESIGN_NICKNAME = encode164
export VERILOG_FILES = /design/flow/design.v
export SDC_FILE = /design/flow/constraint.sdc
export NUM_CORES = 4
export LEC_CHECK = 1
export CORE_AREA = 10 10 70 70
export DIE_AREA = 0 0 80 80
```
**./design.v**
```verilog
module encode164( out, in, en);
output [3:0] out;
input [15:0] in;
input en;
reg [3:0] out;
always@(en or in)
begin
	out = 0;
	if (en == 1)
	begin
		case(in)
		16'b0000000000000010: out = 4'b0001;
		16'b0000000000000100: out = 4'b0010;
		16'b0000000000001000: out = 4'b0011;
		16'b0000000000010000: out = 4'b0100;
		16'b0000000000100000: out = 4'b0101;
		16'b0000000001000000: out = 4'b0110;
		16'b0000000010000000: out = 4'b0111;
		16'b0000000100000000: out = 4'b1000;
		16'b0000001000000000: out = 4'b1001;
		16'b0000010000000000: out = 4'b1010;
		16'b0000100000000000: out = 4'b1011;
		16'b0001000000000000: out = 4'b1100;
		16'b0010000000000000: out = 4'b1101;
		16'b0100000000000000: out = 4'b1110;
		16'b1000000000000000: out = 4'b1111;
		default out = 4'b0000;
		endcase
	end
end
endmodule
```
**./constraint.sdc**
```tcl
current_design encode164

set clk_period 2.1
set clk_io_pct 0.2

create_clock -name clk0 -period $clk_period

set non_clock_inputs [all_inputs -no_clocks]
set_input_delay [expr $clk_period * $clk_io_pct] -clock clk0 $non_clock_inputs
set_output_delay [expr $clk_period * $clk_io_pct] -clock clk0 [all_outputs]
```
==> GITHUB_STEP_SUMMARY <==
## PnR job results

| Metric | Value |
|---|---|
| Slowest-stage cell, CP | a221o_1 |
| Tool warnings | 32 |
| Cells after synthesis | 61 |
| Core area | 3420 µm² |
| Ports | 21 |
| Area taken by flip-flops and latches | 0 µm² |
| Largest net degree at the start of global routing | 7 |
| Final Instance Count excl. Fillers | 159 |
| Hold Crit Start | in[10] |
| Crit end category | primary output |
| YS warnings | 1 |
| Residual DRC | 0 |
| Peak VDD IR | 0.0566 mV |
| Slew Limit Fails | 0 |
| Crit path arrival time | 1.61 ns |
| Yosys Instances | 61 |
| Crit path max-delay family | buffers and inverters |
| Starting Density | 0.121 |
| Slew headroom | 0.845 |
| Fillers | 369 |
| Worst-path cell chain | clkdlybuf4s15_2, buf_6, xor2_2, a221o_1, buf_4, nand2_1, a21oi_2, buf_2 |
| Drt total wl | 1.76 mm |
| Routed WL per cell | 11.0 µm |
| Buffers on Ports | 21 |
| Hold_ws | 1.35 ns |
| Clock buffers | 0 |
| DIE WIDTH | 80 µm |
| CP Max Fanout | 5 |
| Commonest Layout Cell | buf_4 |
| Vias per Instance | 4.24 |
| Hold Path End | out[0] |
| Max-capacitance violation count | 0 |
| ANT nets after route | 0 |
| Dpl ws | -0.618 ns |
| Setup-failing EPs final | 0 |
| Iter 0 DRT Violations | 57 |
| Power density over the cells | 142 nW/µm² |
| Dominant logic cell types in the final layout | buf_4 (26), nor2_1 (9), buf_2 (7) |
| Hpwl dp | 1.34 mm |
| Distinct lib cells used | 25 |
| CP peak stage delay | 0.31 ns |
| Setup WS post-layout | 0.0739 ns |
| Fin crit share | 0.965 |
| Final Hold Fails | 0 |
| Core Rows | 21 |
| Syn Area/Cell | 6.79 µm² |
| Seq share, synth | 0 |
| Die Size | 6400 µm² |
| Total congestion overflow | 0 |
| Fmax | 494 MHz |
| Slew @ Worst Pin | 0.231 ns |
| Hold Crit Class | input port to primary output |
| Pre-Repair DR Iteration Count | 4 |
| Vias in the first global route | 727 |
| Gp weighted congestion | 0.795 |
| Worst Hold Depth | 5 |
| Worst Path Buf+Inv | 4 |
| Flop count | 0 |
| Layout area overhead | 131% |
| Die Ht | 80 µm |
| RSZ-0062 raised after global routing | no |
| Status | finished clean |
| Cell Area, Synth | 414 µm² |
| First-pass GRT wire length | 2.97 mm |
| Setup TNS Final | 0 ns |
| Total GRT Usage | 0.0534 |
| Share of post-route cells with drive strength above 1 | 0.558 |
| Lkg Pwr | 0.000365 µW |
| Initial antenna violation count | 0 |
| Req. time, crit path | 1.68 ns |
| Final critical-path required period | 2.03 ns |
| Vias | 674 |
| Chip area line of the yosys report | 414 µm² |
| Critical path class | input port to primary output |
| # diodes | 0 |
| Post-CTS Hold Buffers | 0 |
| CP Launch Type | input port |
| Dpl cells | 150 |
## stage by stage
stage           util  instance area (µm²)  total power [µW]
2_1_floorplan      -                  414              35.8
3_5_place_dp   0.249                  850               119
4_1_cts        0.278                  950               131
3_3_place_gp   0.249                  850               118
6_report       0.280                  957               136
5_1_grt        0.280                  957               148
## layout make-up
type                       instances  area [µm²]  area share
timing repair buffer              53         414       0.433
multi-input combinational         60         485       0.507
tap                               46        57.6      0.0601
## layer usage
metal / up-vias / global-route usage / part of all wire
met3: 0 / 0.0114 / 0.068
met5: - / 0 / 0
li1: 345 / - / -
met4: 0 / 0.00352 / 0
met2: 17 / 0.0867 / 0.44
met1: 312 / 0.0733 / 0.49
## worst max path at each step
| stage | startpoint | end | slack (ns) | depth (start not counted) |
|---|---|---|---|---|
| 4_1_cts | in[9] | out[0] | 0.005 | 6 |
| 5_1_grt | in[7] | out[0] | 0.003 | 7 |
| 6_report | in[15] | out[2] | 0.07 | 8 |
## cell usage after synthesis (4+ instances only)
cell type / count / area share
nand4b_1: 5 / 0.11
o21ai_0: 6 / 0.073
nor2_1: 10 / 0.091
nor2b_1: 4 / 0.060
nand2_1: 5 / 0.045
## where the power goes
group | leakage, µW | internal [µW] | switching (µW)
Clock | 0 | 0 | 0
Combinational | 0.000365 | 74.0 | 61.6
Sequential | 0 | 0 | 0
## cell families (layout without fill, tap and decap cells)
group,after synthesis,after routing,synth area share
AND-OR/OR-AND,17,17,0.275
AND/OR/NAND/NOR,39,39,0.628
buffers and inverters,1,53,0.0121
XOR/XNOR,4,4,0.0846
## repair_timing
item / in CTS / in global routing
buffers inserted: 9 / 0
pin swaps: 7 / 5
resized: 56 / 21
endpoints found under the setup margin: 4 / 3
Power figures rest on the tool's default switching activity, not on a simulated workload.
